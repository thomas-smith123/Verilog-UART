<file path="config.mk">
export PLATFORM = sky130hd
export DESIGN_NAME = uart_rx
export DESIGN_NICKNAME = uart_rx
export VERILOG_FILES = /design/flow/design.v
export SDC_FILE = /design/flow/constraint.sdc
export NUM_CORES = 4
export LEC_CHECK = 1
export CORE_AREA = 10 10 109 109
export DIE_AREA = 0 0 119 119
</file>
<file path="constraint.sdc">
current_design uart_rx

set clk_period 4.7
set clk_io_pct 0.2

create_clock -name clk0 -period $clk_period [get_ports {clk}]

set non_clock_inputs [all_inputs -no_clocks]
set_input_delay [expr $clk_period * $clk_io_pct] -clock clk0 $non_clock_inputs
set_output_delay [expr $clk_period * $clk_io_pct] -clock clk0 [all_outputs]
</file>
<file path="design.v">
module uart_rx
#(
    parameter           CLK_FRE    =   50  , 
    parameter           BAUD_RATE   =   115200  
)
(
    input               clk         ,
    input               rst_n       ,
    input               rx_rxd      , 
	 input               rx_data_valid,
    output   reg [7:0]  rx_data     , 
	 output reg rx_data_ready
);
localparam  CYCLE = CLK_FRE * 1000000 / BAUD_RATE;
reg         rx_rxd_r        ;
reg         rx_rxd_rr       ;
wire        falling         ;
reg [20:0]  cycle_cnt        ;
localparam S_IDLE      =       0;
localparam S_START     =       1;
localparam S_Receive = 2;
localparam S_STOP      =      3;
reg [2:0] state;
reg [3:0] bit_cnt;
always @(posedge clk) begin
    rx_rxd_r <= rx_rxd;
    rx_rxd_rr <= rx_rxd_r;
end
assign falling = ~rx_rxd_r & rx_rxd_rr;
always@(posedge clk or negedge rst_n) 
begin
   if(!rst_n) 
	begin
       state <= S_IDLE;
       rx_data_ready <= 1'b0;
    end
    else 
	 begin
        case(state)
            S_IDLE:
	begin
	if(rx_data_valid==0)
		rx_data_ready<=0; 		
                if(falling)
		begin
                    state <= S_START;
			rx_data<=7'd0;
		end
	end
            S_START:
                if(cycle_cnt == CYCLE-1)
                    state <= S_Receive;
            S_Receive:
		if(cycle_cnt ==0)
						rx_data[bit_cnt]<=rx_rxd;
					else
						if(cycle_cnt == CYCLE-1 && bit_cnt == 3'd7)
							state<=S_STOP;
            S_STOP:
                if(cycle_cnt == CYCLE-1) 
					 begin
                    state <= S_IDLE;
						rx_data_ready<=1;
						end
            default:
				begin
	if(rx_data_valid==0)
		rx_data_ready<=0;
                state <= S_IDLE;
					 rx_data_ready<=0;
				end					 
        endcase
    end
end
always @(posedge clk or negedge rst_n) 
begin
    if(!rst_n)
        cycle_cnt <= 'd0;
	else
		if(state==S_IDLE)
			cycle_cnt<=0;
		else
			if(state>=S_START && cycle_cnt <CYCLE-1)
				cycle_cnt<=cycle_cnt+1;
			else
				cycle_cnt<=0;  
end
always @(posedge clk or negedge rst_n) 
begin
	if(!rst_n)
		bit_cnt<=0;
	else
		if(state!=S_Receive)
			bit_cnt<=0;
		else
			if(bit_cnt==7 && cycle_cnt==CYCLE-1)
				bit_cnt<=0;
			else
			if(cycle_cnt==CYCLE-1)
				bit_cnt<=bit_cnt+1;
end
endmodule
</file>
<file path="run.sh">
#!/bin/bash
# OpenROAD 26Q1-2900-gdf79404cd8, Yosys 0.63+post, stock flow scripts
make -C /OpenROAD-flow-scripts/flow DESIGN_CONFIG=/design/flow/config.mk WORK_HOME=/design/flow/orfs finish
</file>
==> flow_metrics.env <==
# physical design summary
export IMPL_worst_slew_pin_slew_ps=790.5
export IMPL_dp_hpwl_mm=2.484
export IMPL_ys_flops=40
export IMPL_min_period_over_period=0.5529
export IMPL_critPathKind="in2reg"
export IMPL_clock_sinks=40
export IMPL_synth_seq_share=0.5309
export IMPL_hold_depth=0
export IMPL_yosysUniqueCellTypes=43
export IMPL_max_slew_margin=0.4730
export IMPL_synthToLayoutAreaGrowth_pct=20.40
export IMPL_ys_warnings_count=1
export IMPL_cts_setup_buffers=0
export IMPL_cts_resized=0
export IMPL_cts_root_buf="clkbuf_8"
export IMPL_yosysTopAreaCellShare=0.3732
export IMPL_antennaDiodeCount=0
export IMPL_hold_buffers=0
export IMPL_critPathMaxFanout=31
export IMPL_min_period_ps=2599
export IMPL_r2r_start="bit_cnt[0]$_DFFE_PN0P_"
export IMPL_grt_pass1_wl_mm=6.113
export IMPL_drt_iter0_drc=91
export IMPL_io_buffers=12
export IMPL_fin_setup_tns_ps=0
export IMPL_finalHoldViolations=0
export IMPL_cts_reportedPaths_clkPinSlew_ps=90
export IMPL_fmax_mhz=384.8
export IMPL_vdd_drop_max_uv=145.4
export IMPL_setup_ws_ps=2101
export IMPL_finalSetupViolCount=0
export IMPL_leakagePower_nw=0.9276
export IMPL_finClkSkew_ps=14.85
export IMPL_grt_max_degree=32
export IMPL_yosys_area_top_type="dfrtp_1"
export IMPL_synth_area_um2=1944
export IMPL_slew_viol_final=0
export IMPL_cp_data_arrival_time_ps=2530
export IMPL_status="complete, no violations"
export IMPL_postLayoutCellArea_um2=2341
export IMPL_io_pins=13
export IMPL_whs_endpoint="rx_rxd_rr$_DFF_P_"
export IMPL_htree_num_levels=2
export IMPL_start_kind="input pin"
export IMPL_postLayoutCoreUtil=0.2429
export IMPL_worstHoldStart="rx_rxd_r$_DFF_P_"
export IMPL_clk_latency_ps=300
export IMPL_total_power_mw=0.6084
export IMPL_ff2ff_path_depth=6
export IMPL_area_leaders="dfrtp_1 (37%), edfxtp_1 (12%), ha_1 (5.1%)"
export IMPL_required_ps=4630
export IMPL_maxCapViolations=0
export IMPL_post_dp_cell_area_um2=2243
export IMPL_final_common_cell="dfrtp_1"
export IMPL_dieArea_um2=14160
export IMPL_dp_cells=323
export IMPL_crit_path_end_kind="flip-flop"
export IMPL_via_count=1302
export IMPL_grt_pass1_vias=1276
export IMPL_detail_route_antenna_nets=0
export IMPL_lay_top_cells="dfrtp_1 (29), nand2_1 (18), nor2_1 (17)"
export IMPL_clockBufferDepth=2
export IMPL_fp_dieW_um=119
export IMPL_rrSetupSlack_ps=2370
export IMPL_post_place_ws_ps=1720
export IMPL_cts_tree="yes"
export IMPL_synth_chip_area_um2=1944
export IMPL_warnings=31
export IMPL_n_fill_cell=1042
export IMPL_hold_ws_ps=373.4
export IMPL_antenna_found_initial=0
export IMPL_viasPerCell=3.934
export IMPL_gp_congestion=0.7953
export IMPL_coreArea_um2=9639
export IMPL_yosys_cells=171
export IMPL_drive_gt1_frac=0.1061
export IMPL_die_h_um=119
export IMPL_hold_path_class="reg2reg"
export IMPL_overflow=0
export IMPL_cts_buffers=5
export IMPL_routed_wl_mm=3.409
export IMPL_rsz0062_at_grt="no"
export IMPL_reg2reg_to="rx_data[5]$_SDFFCE_PN0P_"
export IMPL_synth_cells=171
export IMPL_avgSynthCellArea_um2=11.37
export IMPL_fp_util=0.2017
export IMPL_drc_errors=0
export IMPL_powerDensity_nw_per_um2=259.9
export IMPL_track_usage=0.05033
export IMPL_fin_cells=331
export IMPL_drt_first_pass_iters=5
export IMPL_rows=36
export IMPL_routedWlPerCell_um=10.30
==> layer usage <==
metal | vias up | GRT usage | part of all wire
li1 | 654 | - | -
met5 | - | 0 | 0
met4 | 0 | 0.009160 | 0.025
met2 | 16 | 0.09094 | 0.52
met1 | 626 | 0.06008 | 0.43
met3 | 6 | 0.01151 | 0.026
==> how the worst max path moves through the flow <==
stage         cells past startpoint                       end  start  slack (ps)
CTS                               4  rx_data[7]$_SDFFCE_PN0P_  rst_n        2040
global route                      4  rx_data[2]$_SDFFCE_PN0P_  rst_n        1990
finish                            4  rx_data[2]$_SDFFCE_PN0P_  rst_n        2100
==> synth_stat cells (all sizes together) <==
library cell and number:
mux2i 7, o21ai 1, ha 8, o211ai 2
o2bb2ai 1, nor3 6, clkbuf 1, nand2 18
a211oi 1, a41oi 1, a41o 2, a22o 1
or3b 2, nor4 5, nand4 4, nand3b 2
o21a 1, nor2 17, a32o 4, dfxtp 2
inv 8, a31oi 2, edfxtp 8, a21oi 4
or4 1, nand3 9, o41ai 2, dfstp 1
xnor2 5, buf 4, and3 6, conb 1
nor2b 1, nand2b 2, xor2 2, dfrtp 29
==> worst max-delay path, cell delays in order <==
cell and delay (ps):
clkdlybuf4s50_1 450, buf_4 340, o211ai_1 150, a21oi_1 640
==> logic make-up (layout without fill, tap and decap cells) <==
family | count (synthesis) | in the layout | synth area share
AOI/OAI and AO/OA | 22 | 22 | 0.1145
xor gates and xnor gates | 7 | 7 | 0.03153
adders and majority gates | 8 | 8 | 0.05148
buffers and inverters | 13 | 29 | 0.03410
DFF | 40 | 40 | 0.5309
muxes | 7 | 7 | 0.03604
other | 1 | 12 | 0.001929
and+or+nand+nor | 73 | 73 | 0.1995
==> where the power goes <==
group,total (mW),switching [mW],internal (mW)
logic,0.0110,0.00724,0.00377
registers,0.360,0.00199,0.358
clock network,0.237,0.118,0.119
==> area by class of cell <==
class,count,area [µm²],share of cell area
repair buffers,13,127.6,0.05452
well taps,133,166.4,0.07109
clock inverters,2,15.01,0.006414
flip-flops and latches,40,1032,0.4409
multi-input cells,129,887.1,0.3789
clock buffers,6,82.58,0.03528
inverters,8,30.03,0.01283
==> state kept, by name, summed over array words and instances, names as in the netlist <==
register,count
rx_rxd_r,1
cycle_cnt,21
rx_data,8
bit_cnt,4
rx_rxd_rr,1
rx_data_ready,1
state,4
Power and IR drop assume default switching activity.
